--- ./config.mk ---
export PLATFORM = sky130hd
export DESIGN_NAME = PSR
export DESIGN_NICKNAME = PSR
export VERILOG_FILES = /design/flow/design.v
export SDC_FILE = /design/flow/constraint.sdc
export NUM_CORES = 4
export LEC_CHECK = 1
export CORE_AREA = 10 10 70 70
export DIE_AREA = 0 0 80 80
--- ./constraint.sdc ---
current_design PSR

set clk_period 2.5
set clk_io_pct 0.2

create_clock -name clk0 -period $clk_period [get_ports {CLK}]

set non_clock_inputs [all_inputs -no_clocks]
set_input_delay [expr $clk_period * $clk_io_pct] -clock clk0 $non_clock_inputs
set_output_delay [expr $clk_period * $clk_io_pct] -clock clk0 [all_outputs]
--- ./design.v ---
`timescale 1ns / 1ps
module ALU (
    input       [15:0]  A,
    input       [15:0]  B,
    input       [5:0]   alu_sel,
    output reg  [15:0]  out,
    output reg  [4:0]   flcnz
    ) ;
    reg c_in;
    wire Cflag,Fflag,Zflag,Nflag,Lflag;
    wire [15:0] sum;
    wire [15:0] cmp, and1, or1, xor1;
    CLA_16Bit cla16 (
        .A(A),
        .B(B),
        .C_in(c_in),
        .S(sum),
        .C_out(Cflag),
        .OF(Fflag)
    );
    always @(*) begin
        case (alu_sel)
            6'b100000: begin  
                c_in = 0;
            end
            6'b010000: begin  
                c_in = 1;
            end
            6'b001000: begin  
                c_in = 1;
            end
            default: c_in = 0;        
        endcase
    end
    assign and1 = A & B;
    assign or1 = A | B;
    assign xor1 = A ^ B;
    assign Zflag = ~(sum || sum);
    assign Lflag = Cflag;
    assign Nflag = Cflag ^ A[15] ^ B[15];
    always @(*) begin
        case (alu_sel) 
            6'b100000: begin  
               flcnz[4] = Fflag;
               flcnz[2] = Cflag;
               out = sum;
            end
            6'b010000: begin  
               flcnz[4] = Fflag;
               flcnz[2] = Cflag;
               out = sum;
            end
            6'b001000: begin  
               flcnz[3] = Lflag;
               flcnz[1] = Nflag;
               flcnz[0] = Zflag;
            end       
            6'b000100: begin  
                out = and1;
            end
            6'b000010: begin  
                out = or1;
            end
            6'b000001: begin  
                out = xor1;
            end
            default: begin
                flcnz = 5'b0;
                out = 16'b0;
            end
        endcase
    end
endmodule
module PSR (
    input   [4:0]   flag_in,
    input   [5:0]   alu_sel,
    input           RESETn,
    input           CLK,
    output  [4:0]   flag_out
    );
    reg [4:0] flag_reg;
    always @(posedge CLK) begin
        if (~RESETn) begin
            flag_reg <= 0;
        end
        else begin
            case (alu_sel) 
                6'b100000: begin  
                    {flag_reg[4],flag_reg[2]} <= {flag_in[4],flag_in[2]};
                end
                6'b010000: begin  
                    {flag_reg[4],flag_reg[2]} <= {flag_in[4],flag_in[2]};
                end
                6'b001000: begin  
                    {flag_reg[3],flag_reg[1],flag_reg[0]} <= {flag_in[3],flag_in[1],flag_in[0]};
                end
                default: flag_reg <= flag_in;
            endcase
        end
    end
    assign flag_out = flag_reg;
endmodule
--- ./run.sh ---
#!/bin/bash
# OpenROAD 26Q1-2900-gdf79404cd8, Yosys 0.63+post, stock flow scripts
make -C /OpenROAD-flow-scripts/flow DESIGN_CONFIG=/design/flow/config.mk WORK_HOME=/design/flow/orfs finish
==> run_summary.xml <==
<?xml version="1.0" encoding="UTF-8"?>
<metrics>
  <group name="place">
    <metric name="gp_routability_congestion" unit="">0.792</metric>
    <metric name="port-buffer-count" unit="">17</metric>
    <metric name="dp_hpwl" unit="um">602</metric>
  </group>
  <group name="clock_tree">
    <metric name="cts_tree" unit="">done</metric>
    <metric name="cts_setup_buffers" unit="">0</metric>
    <metric name="clk_transition_reported_paths" unit="ns">0.04</metric>
    <metric name="numCtsBuffers" unit="">3</metric>
    <metric name="cts.path.max_buffers" unit="">2</metric>
    <metric name="htree_levels" unit="">1</metric>
    <metric name="postCtsHoldBufs" unit="">0</metric>
    <metric name="insertion_delay" unit="ns">0.23</metric>
    <metric name="post_cts.resized_instances" unit="">0</metric>
    <metric name="clock_sinks" unit="">5</metric>
    <metric name="clk_root_buffer_cell" unit="">sky130_fd_sc_hd__clkbuf_4</metric>
  </group>
  <group name="floorplanning">
    <metric name="floorplan.core_util" unit="%">7.36</metric>
    <metric name="die_width" unit="um">80</metric>
    <metric name="dieHeight" unit="um">80</metric>
    <metric name="floorplan.io_pins" unit="">18</metric>
    <metric name="num_rows" unit="">21</metric>
    <metric name="core-area" unit="um2">3420</metric>
    <metric name="fp.dieArea" unit="um2">6400</metric>
  </group>
  <group name="logic_synthesis">
    <metric name="postSynthRegisterBits" unit="">5</metric>
    <metric name="post-synth-top-count-cell" unit="">sky130_fd_sc_hd__nand2_1</metric>
    <metric name="netlist-cell-type-count" unit="">8</metric>
    <metric name="synth_cells" unit="">25</metric>
    <metric name="ys.warnings.count" unit="">1</metric>
    <metric name="post_synth_instance_area" unit="um2">251</metric>
    <metric name="dominantRegCellSynth" unit="">sky130_fd_sc_hd__dfxtp_1</metric>
    <metric name="postSynthSeqShare" unit="%">39.8</metric>
    <metric name="enable_flop_cells" unit="">0</metric>
    <metric name="netlist_top_cells_area" unit="">sky130_fd_sc_hd__dfxtp_1, sky130_fd_sc_hd__mux2i_1, sky130_fd_sc_hd__nand2_1</metric>
    <metric name="postSynth.asyncResetShare" unit="%">0</metric>
    <metric name="yosys_cells" unit="">25</metric>
    <metric name="synth.yosys.chip_area" unit="um2">251</metric>
    <metric name="synth.cells.most_frequent" unit="">sky130_fd_sc_hd__nand2_1, sky130_fd_sc_hd__dfxtp_1, sky130_fd_sc_hd__mux2i_1</metric>
    <metric name="synthDominantAreaCellType" unit="">sky130_fd_sc_hd__dfxtp_1</metric>
    <metric name="syn_avg_cell_area" unit="um2">10.1</metric>
    <metric name="yosys.area.top_type_share" unit="%">39.8</metric>
  </group>
  <group name="detailed_routing">
    <metric name="detail_route.antenna_diodes" unit="">0</metric>
    <metric name="detail_route.vias_per_cell" unit="">2.59</metric>
    <metric name="route.antenna.remaining_nets" unit="">0</metric>
    <metric name="drt_first_pass_iters" unit="">2</metric>
    <metric name="routed_wire_length_per_instance" unit="um">7.41</metric>
    <metric name="finalWirelength" unit="um">674</metric>
    <metric name="drt_drc_violations_left" unit="">0</metric>
    <metric name="routed-via-count" unit="">236</metric>
    <metric name="initialDrtViolationCount" unit="">10</metric>
  </group>
  <group name="setup_path">
    <metric name="cp_num_buf_inv" unit="">1</metric>
    <metric name="critical_path.endpoint_type" unit="">register</metric>
    <metric name="crit_chain" unit="">clkdlybuf4s50_1 &gt; or3_4 &gt; nor4b_4 &gt; mux2i_1</metric>
    <metric name="critPathKind" unit="">input port to register</metric>
    <metric name="worst-path-max-fanout" unit="">2</metric>
    <metric name="worst_ep_required_time" unit="ns">2.66</metric>
    <metric name="worst_path_dominant_cell_family" unit="">simple AND/OR/NAND/NOR gates</metric>
    <metric name="slowest_stage" unit="">sky130_fd_sc_hd__or3_4</metric>
    <metric name="arrival" unit="ns">1.86</metric>
    <metric name="timing.critical_path.slowest_cell_delay" unit="ns">0.42</metric>
    <metric name="timing.critical_path.from_type" unit="">input port</metric>
  </group>
  <group name="final_layout">
    <metric name="layout.core_utilization" unit="%">14.7</metric>
    <metric name="largest_register_ffs" unit="">5</metric>
    <metric name="relative_area_change_from_synthesis_to_final_layout" unit="%">99.5</metric>
    <metric name="layout_cells_sized_above_1" unit="%">13.3</metric>
    <metric name="fillers" unit="">384</metric>
    <metric name="register_area" unit="um2">100</metric>
    <metric name="total_area_of_multi_input_combinational_cells" unit="um2">148</metric>
  </group>
  <group name="run">
    <metric name="stage_log_warnings" unit="">25</metric>
    <metric name="max_cap_violations" unit="">0</metric>
  </group>
  <group name="hold_path">
    <metric name="hold_class" unit="">register to register</metric>
  </group>
  <group name="sta">
    <metric name="fin_crit" unit="ns">1.69</metric>
    <metric name="setup_viol" unit="">0</metric>
    <metric name="setup_tns" unit="ns">0</metric>
    <metric name="final_hold_viol_count" unit="">0</metric>
    <metric name="final_min_period_over_clock_period" unit="%">67.7</metric>
    <metric name="layout_skew" unit="ns">0</metric>
    <metric name="timing_max_transition_violations_final" unit="">0</metric>
    <metric name="rsz0062_at_grt" unit="">no</metric>
    <metric name="worst-slew-pin-transition" unit="ns">0.335</metric>
    <metric name="slew-limit-headroom" unit="%">77.6</metric>
    <metric name="fmax_achieved" unit="MHz">591</metric>
    <metric name="fin_hold_ws" unit="ns">0.451</metric>
  </group>
  <group name="global_routing">
    <metric name="maximum_number_of_pins_on_one_net_before_global_route_repair" unit="">11</metric>
    <metric name="via_count_of_the_first_global_routing_pass" unit="">247</metric>
    <metric name="grt_antenna_before_repair" unit="">0</metric>
    <metric name="grtUsageTotal" unit="%">2.00</metric>
    <metric name="first_pass_grt_wire_length" unit="um">1040</metric>
    <metric name="grt.overflow.total" unit="">0</metric>
  </group>
  <group name="pwr">
    <metric name="vdd_ir_drop_max" unit="V">0.0000731</metric>
    <metric name="p_leak" unit="uW">0.000167</metric>
    <metric name="cellPowerDensity" unit="nW/um2">437</metric>
  </group>
  <group name="run_status">
    <metric name="outcome" unit="">completed</metric>
  </group>
</metrics>
## power breakdown
part           switching [uW]  leakage, uW  internal [uW]
clock                    29.2    0.0000150           60.1
combinational            13.0     0.000111           30.0
sequential               2.06    0.0000417           84.8
total                    44.2     0.000167            175
## layer usage
| metal | up-vias | routed length, um | track usage (%) |
|---|---|---|---|
| met5 | - | 0 | 0 |
| met4 | 0 | 0 | 0.528 |
| met3 | 0 | 156 | 1.59 |
| met2 | 16 | 212 | 2.49 |
| met1 | 96 | 306 | 2.54 |
| li1 | 124 | - | - |
## cell type report
| type | instances | area share [%] |
|---|---|---|
| Clock buffer | 4 | 5.24 |
| Multi-Input combinational cell | 19 | 29.4 |
| Sequential cell | 5 | 20.0 |
| Tap cell | 46 | 11.5 |
| Timing Repair Buffer | 17 | 33.9 |
## worst reg2reg max path, delay by kind of cell (launching register included)
kind | cells | cell delay [ns]
DFF | 1 | 0.31
and+or+nand+nor | 1 | 0.06
muxes | 1 | 0.13
## cell families after synthesis
family                 synth area share (%)
XOR/XNOR                               3.48
multiplexers                           19.9
flip-flops                             39.8
AND/OR/NAND/NOR                        35.3
buffers and inverters                  1.49
## cells in the final DEF (no fill, tap or decap)
master | synthesis | layout
sky130_fd_sc_hd__dfxtp_1 | 5 | 5
sky130_fd_sc_hd__clkbuf_1 | 1 | 1
sky130_fd_sc_hd__or3_4 | 1 | 1
sky130_fd_sc_hd__mux2i_1 | 5 | 5
sky130_fd_sc_hd__nand2_1 | 10 | 10
sky130_fd_sc_hd__clkdlybuf4s50_1 | 0 | 17
sky130_fd_sc_hd__nor3_4 | 1 | 1
sky130_fd_sc_hd__nor4b_4 | 1 | 1
sky130_fd_sc_hd__xnor2_1 | 1 | 1
sky130_fd_sc_hd__clkbuf_4 | 0 | 3
## stage by stage
step                worst slack, ns  total power, uW  area, um2  instances
floorplan                      1.03              100        251         25
global placement              0.583              132        475         87
detailed placement            0.551              132        475         87
CTS                           0.798              225        502         91
global route                  0.740              232        502         91
finish                        0.808              219        502         91
## worst paths after layout
check,from,end,slack [ns],cells after the start
setup / recovery,alu_sel[1],flag_reg[2],0.81,4
hold / removal,flag_reg[4],flag_reg[4],0.45,2
setup reg to reg,flag_reg[2],flag_reg[2],1.93,2
hold reg to reg,flag_reg[4],flag_reg[4],0.45,2
No activity file was given, so power comes from the tool's default toggle rates.
