### /design/flow/run.sh
#!/bin/bash
# OpenROAD 26Q1-2900-gdf79404cd8, Yosys 0.63+post, stock flow scripts
make -C /OpenROAD-flow-scripts/flow DESIGN_CONFIG=/design/flow/config.mk WORK_HOME=/design/flow/orfs finish
### /design/flow/config.mk
export PLATFORM = sky130hd
export DESIGN_NAME = shifter
export DESIGN_NICKNAME = shifter
export VERILOG_FILES = /design/flow/design.v
export SDC_FILE = /design/flow/constraint.sdc
export NUM_CORES = 4
export LEC_CHECK = 1
export CORE_UTILIZATION = 30
### /design/flow/constraint.sdc
current_design shifter

set clk_period 3.9
set clk_io_pct 0.2

create_clock -name clk0 -period $clk_period

set non_clock_inputs [all_inputs -no_clocks]
set_input_delay [expr $clk_period * $clk_io_pct] -clock clk0 $non_clock_inputs
set_output_delay [expr $clk_period * $clk_io_pct] -clock clk0 [all_outputs]
### /design/flow/design.v
`timescale 1ns / 100ps
module mux16 (
	input 	[15:0] 	input1,
	input 	[15:0] 	input0,
	input 			select1,
	output 	[15:0] 	output1
	);
	assign output1 = select1 ? input1 : input0;
endmodule
module shifter (
	input 	[15:0] 	in,
	input 	[4:0] 	RLamount,
	input 			lui,
	output 	[15:0] 	out
	);
	wire [15:0] out1, out2, out3, out4, out5, out6, out7, out8;
	mux16 mux16_minus_3 (.input1(in >> 1),.input0(in >> 9),.select1(RLamount[3]),.output1(out1));
	mux16 mux16_minus_2 (.input1(out1),.input0(out1 >> 4),.select1(RLamount[2]),.output1(out2));
	mux16 mux16_minus_1 (.input1(out2),.input0(out2 >> 2),.select1(RLamount[1]),.output1(out3));
	mux16 mux16_minus_0 (.input1(out3),.input0(out3 >> 1),.select1(RLamount[0]),.output1(out4));
	mux16 mux16_plus_3 (.input1(in << 8),.input0(in),.select1(RLamount[3]),.output1(out5));
	mux16 mux16_plus_2 (.input1(out5 << 4),.input0(out5),.select1(RLamount[2]),.output1(out6));
	mux16 mux16_plus_1 (.input1(out6 << 2),.input0(out6),.select1(RLamount[1]),.output1(out7));
	mux16 mux16_plus_0 (.input1(out7 << 1),.input0(out7),.select1(RLamount[0]),.output1(out8));
	assign out = lui ? in << 8 :
	              (RLamount[4] ? out4 : out8);
endmodule
==> notes.md <==
The flow run is done. Layout filler cell count landed at 439. Detailed placement finished with a half-perimeter wire length of 3.763 mm. Per the layout report, the design carries 0 clock buffers.

Final critical delay including setup and external delays landed at 3.768 ns. Fraction of final layout cells with drive strength greater than 1 landed at 18.97%. The worst setup path is captured at an output pin. Count of vias placed by the detailed router landed at 1,652. Warnings raised by the tools during the run amount to 32.

Static leakage power landed at 0.7639 nW. For this design, Yosys synthesis ends with a cell count of 190. First-pass detailed-route iteration total landed at 4. After floorplanning, the core was sized to cover 4354 um^2.

The worst-case IR drop observed on VDD is 0.00005814 V. Endpoints with negative setup slack in the final report add up to 0. The design has 0 sequential cells. Total number of yosys warnings landed at 0. The die is 69.30 um tall. The initial antenna violation count came to 0.

For the final routed database, the setup TNS stands at 0 ns. Total die size landed at 4802 um^2. For the worst min-delay path, the startpoint reported by OpenROAD is in[6].

Max-slew violation count landed at 0. Maximum number of pins on one net before global-route repair landed at 30. For this run the aggregate overflow at the end of global routing stands at 0. Overall routing resource usage landed at 19.82%.

XOR/XNOR share of the synthesized area landed at 0%. Sequential cell area in the final layout landed at 0 um^2. For this configuration, the core starts out at a cell density of 31.21%.

Timing would allow up to 265.4 MHz. For the pin with the worst max-slew slack, the measured transition is 0.3631 ns. The first global-routing pass estimated 7.824 mm of wire. Final wirelength landed at 4.837 mm. Tightest slew margin relative to the limit landed at 75.10%. Tally of buffers added on design ports landed at 38.

Per the gpl log, the routability congestion estimate is 0.9951. Setup repair after global routing left no endpoint under its margin. The cell-mix breakdown from Yosys lists the adder-cell area share as 0%. After technology mapping, the gate count stands at 190. The floorplan step set the die width to 69.30 um.

After detailed routing, the average wire length per cell comes to 17.03 um. Mean cell area of the mapped netlist landed at 7.152 um^2. Compound-gate portion of the synthesized area landed at 29.19%. STA classifies the critical path startpoint as an input port.

DRC violations left landed at 0. Area of all placed cells without fillers landed at 1929 um^2. The main area contributors are sky130_fd_sc_hd__mux2i_1 (15%), sky130_fd_sc_hd__mux2_2 (12%), sky130_fd_sc_hd__nor2b_1 (5.1%), sky130_fd_sc_hd__nor2_1 (4.1%), sky130_fd_sc_hd__nand2_1 (3.9%). Summed over all instances, the cell type with the most area after synthesis is sky130_fd_sc_hd__mux2i_1.

Area after detailed placement landed at 1901 um^2. Per the run summary, max-cap violations total 0. Cell internal power was estimated by the tool at 0.1276 mW. Sequential fraction of the synthesis area landed at 0%. STA puts the critical path data arrival time at 2.99 ns.

According to the Yosys statistics, the synthesized design has a chip area of 1359 um^2. Counting endpoints that fail hold in the final report gives 0. Combinational fraction of design power landed at 100.0%. Area share of the largest cell type after synthesis landed at 14.73%. The floorplan has 24 rows. Count of distinct cell types in the synthesized netlist landed at 49. The final critical path takes up 96.61% of the cycle. Residual antenna-violating net count after detailed routing landed at 0. The path with the worst hold slack has its endpoint at out[14].

Detail-routed via count per cell landed at 5.817. Number of diodes landed at 0. The switching component of the power was reported as 0.1108 mW. The report shows a maximum critical-path fanout of 9. STA puts the critical path data required time at 3.12 ns. Multi-input combinational cell area landed at 1250 um^2. The worst setup path is of the in -> out kind. The script computed the net switching share of total power as 46.48%. Fraction of power consumed by sequential logic landed at 0%. Number of DRC markers after the initial detailed-route iteration landed at 148.

Synthesized cell area landed at 1359 um^2. Total power divided by cell area landed at 123.6 nW/um^2. Per the run report, area growth between synthesis and finish was 41.99%.

The min-delay analysis places its worst path in the category in -> out. Via count of the first global-routing pass landed at 1,572. Along the worst hold path, the cell count comes to 4. Multiplexer cells account for 34.35% of the synthesized area.

Summing the areas of all and, or, nand and nor instances in the mapped netlist gives 28.36% of the synthesized area. In the post-synthesis netlist, the cell with the most instances is sky130_fd_sc_hd__mux2i_1. In this run, the clock network consumes 0% of the power.

Top-level port count landed at 38. In the synthesized netlist, the dominant kind of combinational cell is multiplexers. In the synthesized netlist, the cells that appear most often are sky130_fd_sc_hd__mux2i_1 (20), sky130_fd_sc_hd__mux2_2 (15), sky130_fd_sc_hd__nor2_1 (15).

The flow ran to the end, and the final reports show no timing, DRC or antenna violations.
[per-layer routing]
metal / share of wire, % / GRT usage [%] / vias up
li1: - / - / 824
met1: 46 / 29.57 / 741
met2: 45 / 31.93 / 83
met3: 8.3 / 1.770 / 4
met4: 0.70 / 2.721 / 0
met5: 0 / 0 / -
[per-stage QoR]
step                      cells  hold WS, ns  worst slack, ns  power, mW  util, %
after CTS                   283        2.592          0.03257     0.2333    43.65
after floorplan             190        1.621            1.127     0.1282        -
after global placement      283        2.603          0.05618     0.2347    43.65
after global routing        284        2.626         0.007241     0.2575    44.31
after detailed placement    283        2.578          0.04018     0.2313    43.65
final                       284        2.597           0.1323     0.2384    44.31
[final cells by class]
type                            instances  area share (%)
Inverter                                3          0.5837
Tap cell                               52           3.372
Timing Repair Buffer                   60           31.26
Multi-Input combinational cell        169           64.79
[timing repair]
action | in CTS | in global routing
endpoints found under the setup margin | 0 | 5
resized | 0 | 2
hold buffers | 0 | 0
buffers inserted | 0 | 0
[worst max-delay path, stage by stage]
cell and delay (ns):
sky130_fd_sc_hd__clkdlybuf4s50_1 0.53, sky130_fd_sc_hd__buf_4 0.23, sky130_fd_sc_hd__and3b_1 0.20, sky130_fd_sc_hd__a21o_1 0.14, sky130_fd_sc_hd__nor2_1 0.05, sky130_fd_sc_hd__a2111oi_1 0.40, sky130_fd_sc_hd__a221o_1 0.19, sky130_fd_sc_hd__clkdlybuf4s50_1 0.47
[power groups by stage]
| stage | sequential (mW) | clock [mW] | combinational (mW) |
|---|---|---|---|
| finish | 0 | 0 | 0.238 |
| CTS | 0 | 0 | 0.233 |
| global route | 0 | 0 | 0.257 |
[placed cells by master, fill, tap and decap left out, types with 3 or more instances in the layout]
cell | Yosys | layout
sky130_fd_sc_hd__o21ai_0 | 8 | 8
sky130_fd_sc_hd__and3_1 | 3 | 3
sky130_fd_sc_hd__a22oi_1 | 4 | 4
sky130_fd_sc_hd__inv_1 | 3 | 3
sky130_fd_sc_hd__nor2b_1 | 11 | 11
sky130_fd_sc_hd__o211ai_1 | 3 | 3
sky130_fd_sc_hd__nand2_1 | 14 | 14
sky130_fd_sc_hd__a221oi_1 | 3 | 3
sky130_fd_sc_hd__nand2b_1 | 6 | 6
sky130_fd_sc_hd__a22o_1 | 3 | 3
sky130_fd_sc_hd__a21oi_1 | 10 | 10
sky130_fd_sc_hd__nor2_1 | 15 | 15
sky130_fd_sc_hd__nand3_1 | 9 | 9
sky130_fd_sc_hd__o221ai_1 | 5 | 5
sky130_fd_sc_hd__buf_4 | 1 | 18
sky130_fd_sc_hd__buf_12 | 0 | 3
sky130_fd_sc_hd__mux2i_1 | 20 | 20
sky130_fd_sc_hd__mux2_2 | 15 | 15
sky130_fd_sc_hd__nor3_1 | 4 | 4
sky130_fd_sc_hd__clkdlybuf4s50_1 | 0 | 37
[logic make-up after synthesis]
logic type             after synthesis
buffers and inverters               21
AND-OR/OR-AND                       55
AND/OR/NAND/NOR                     74
multiplexers                        40
[worst max path at each step]
| stage | from | endpoint | slack [ns] | cells past startpoint |
|---|---|---|---|---|
| final | RLamount[1] | out[9] | 0.13 | 8 |
| after global routing | RLamount[1] | out[10] | 0.007 | 7 |
| after CTS | RLamount[2] | out[15] | 0.03 | 8 |
Power and IR drop assume default switching activity.
