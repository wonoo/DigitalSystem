--- flow/config.mk ---
export PLATFORM = sky130hd
export DESIGN_NAME = tlc_fsm
export DESIGN_NICKNAME = tlc_fsm
export VERILOG_FILES = /design/flow/design.v
export SDC_FILE = /design/flow/constraint.sdc
export NUM_CORES = 4
export LEC_CHECK = 1
export CORE_AREA = 10 10 70 70
export DIE_AREA = 0 0 80 80
--- flow/constraint.sdc ---
current_design tlc_fsm

set clk_period 2.0
set clk_io_pct 0.2

create_clock -name clk0 -period $clk_period [get_ports {CLOCK}]

set non_clock_inputs [all_inputs -no_clocks]
set_input_delay [expr $clk_period * $clk_io_pct] -clock clk0 $non_clock_inputs
set_output_delay [expr $clk_period * $clk_io_pct] -clock clk0 [all_outputs]
--- flow/design.v ---
module tlc_fsm (
    input       CLOCK,
    input       RESET,
    input       FS,
    input       HS,
    output reg  FLEFT,
    output reg  FRED,
    output reg  FYELLOW,
    output reg  HGREEN,
    output reg  HLEFT,
    output reg  HRED,
    output reg  HYELLOW
    );
    reg [2:0] c_state;
    reg [2:0] n_state;
    always @(posedge CLOCK, posedge RESET) begin
        if(RESET == 1'b1) begin
            c_state <= 3'b000;
        end
        else begin
            c_state <= n_state;
        end
    end
    parameter S0=3'b000, S1=3'b001, S2=3'b010, S3=3'b011, S4=3'b100, S5=3'b101, S6=3'b110, S7=3'b111;
    always @(*) begin
        case(c_state)
            S0 : n_state = (HS || FS) ? S1 : S0;
            S1 : n_state = HS ? S2 : S3;
            S2 : n_state = S4;
            S3 : n_state = S5;
            S4 : n_state = FS ? S3 : S6;
            S5 : n_state = S7;
            S6 : n_state = S0;
            S7 : n_state = S0;
        endcase
    end
    always @(*) begin
        case(c_state)
            S0 : {HGREEN, HLEFT, HYELLOW, HRED, FLEFT, FYELLOW, FRED} = 7'b1000_001;
            S1 : {HGREEN, HLEFT, HYELLOW, HRED, FLEFT, FYELLOW, FRED} = 7'b0010_001;
            S2 : {HGREEN, HLEFT, HYELLOW, HRED, FLEFT, FYELLOW, FRED} = 7'b0100_001;
            S3 : {HGREEN, HLEFT, HYELLOW, HRED, FLEFT, FYELLOW, FRED} = 7'b0001_100;
            S4 : {HGREEN, HLEFT, HYELLOW, HRED, FLEFT, FYELLOW, FRED} = 7'b0010_001;
            S5 : {HGREEN, HLEFT, HYELLOW, HRED, FLEFT, FYELLOW, FRED} = 7'b0001_010;
            S6 : {HGREEN, HLEFT, HYELLOW, HRED, FLEFT, FYELLOW, FRED} = 7'b1000_001;
            S7 : {HGREEN, HLEFT, HYELLOW, HRED, FLEFT, FYELLOW, FRED} = 7'b1000_001;
        endcase
    end
endmodule
--- flow/run.sh ---
#!/bin/bash
# OpenROAD 26Q1-2900-gdf79404cd8, Yosys 0.63+post, stock flow scripts
make -C /OpenROAD-flow-scripts/flow DESIGN_CONFIG=/design/flow/config.mk WORK_HOME=/design/flow/orfs finish
==> flow_results.xml <==
<?xml version="1.0" encoding="UTF-8"?>
<metrics>
  <group name="outcome">
    <metric name="status" unit="">completed</metric>
  </group>
  <group name="cells_and_area">
    <metric name="final_layout_size_suffix_gt1_share" unit="%">26.8</metric>
    <metric name="top_regs" unit="">c_state: 3 flops</metric>
    <metric name="largest_reg_flops" unit="">3</metric>
    <metric name="area_growth_syn_to_layout" unit="%">62.5</metric>
    <metric name="largest_register" unit="">c_state</metric>
  </group>
  <group name="critical_path">
    <metric name="cp.arrival" unit="ns">1.51</metric>
    <metric name="critical_path.max_fanout" unit="">9</metric>
    <metric name="crit_chain" unit="">nand2b_4 -&gt; a21oi_4 -&gt; clkdlybuf4s50_1</metric>
    <metric name="worst_r2r_endpoint" unit="">c_state[0]$_DFF_PP0_</metric>
    <metric name="crit_slowest_cell" unit="">sky130_fd_sc_hd__clkdlybuf4s50_1</metric>
    <metric name="regToRegStartpoint" unit="">c_state[0]$_DFF_PP0_</metric>
    <metric name="critPathLaunch" unit="">c_state[1]$_DFF_PP0_</metric>
    <metric name="startpoint_type" unit="">flip-flop</metric>
    <metric name="critPathKind" unit="">flip-flop to output pin</metric>
    <metric name="ff2ff_setup_slack" unit="ns">1.04</metric>
    <metric name="worst_ep_required_time" unit="ns">1.60</metric>
    <metric name="ff2ff_path_depth" unit="">3</metric>
    <metric name="cp_top_family" unit="">buffers and inverters</metric>
    <metric name="critical-path-max-stage-delay" unit="ns">0.48</metric>
    <metric name="cp_num_buf_inv" unit="">1</metric>
    <metric name="endpoint_kind" unit="">output pin</metric>
  </group>
  <group name="synth">
    <metric name="proportion_of_synthesized_flip_flops_having_asynchronous_set_or_reset" unit="%">100</metric>
    <metric name="synth_seq_share" unit="%">30.0</metric>
    <metric name="post_synthesis_cell_count_from_yosys" unit="">30</metric>
    <metric name="syn-instance-count" unit="">30</metric>
    <metric name="yosys.cell_count.top_type" unit="">sky130_fd_sc_hd__nor2_1</metric>
    <metric name="yosys_warnings" unit="">1</metric>
    <metric name="avgSynthCellArea" unit="µm²">8.34</metric>
    <metric name="synthDominantAreaCellType" unit="">sky130_fd_sc_hd__dfrtp_1</metric>
    <metric name="count_of_flip_flops_with_a_built_in_enable_after_synthesis" unit="">0</metric>
    <metric name="cell_types_occupying_the_most_area_after_synthesis" unit="">sky130_fd_sc_hd__dfrtp_1 (30%), sky130_fd_sc_hd__nor2_1 (14%), sky130_fd_sc_hd__nand2b_4 (11%)</metric>
    <metric name="synthesis.area" unit="µm²">250</metric>
    <metric name="yosysUniqueCellTypes" unit="">16</metric>
    <metric name="synth.cells.most_frequent" unit="">sky130_fd_sc_hd__nor2_1 (9), sky130_fd_sc_hd__dfrtp_1 (3), sky130_fd_sc_hd__o21ai_0 (3), sky130_fd_sc_hd__buf_6 (2), sky130_fd_sc_hd__nand2b_4 (2)</metric>
    <metric name="yosys.area.top_type_share" unit="%">30.0</metric>
    <metric name="yosys_most_used_dff" unit="">sky130_fd_sc_hd__dfrtp_1</metric>
    <metric name="yosysChipArea" unit="µm²">250</metric>
    <metric name="yosys_register_bits" unit="">3</metric>
  </group>
  <group name="clock_network">
    <metric name="clock_tree_from_tritoncts" unit="">yes</metric>
    <metric name="cts.sinks" unit="">3</metric>
    <metric name="clock_tree.htree_level_count" unit="">1</metric>
    <metric name="ctsRootBufferMaster" unit="">sky130_fd_sc_hd__clkbuf_4</metric>
    <metric name="cts-buffers-inserted" unit="">3</metric>
    <metric name="cts_max_path_buffers" unit="">2</metric>
    <metric name="clk-insertion-delay-late" unit="ns">0.23</metric>
    <metric name="cts.clk_slew.worst_paths" unit="ns">0.04</metric>
  </group>
  <group name="power_and_ir_drop">
    <metric name="power.ir.vdd_worst" unit="mV">0.703</metric>
    <metric name="swShare" unit="%">35.4</metric>
    <metric name="internal_power" unit="µW">414</metric>
    <metric name="sequentialPowerShare" unit="%">27.6</metric>
    <metric name="power.net_switching" unit="µW">228</metric>
    <metric name="cellLeakagePower" unit="nW">0.153</metric>
    <metric name="share_clk_of_total_power" unit="%">16.4</metric>
    <metric name="powerDensity" unit="nW/µm²">1580</metric>
    <metric name="power_frac_comb" unit="%">56.0</metric>
  </group>
  <group name="routing">
    <metric name="viasPerCell" unit="">2.44</metric>
    <metric name="wire_per_inst" unit="µm">7.30</metric>
    <metric name="detail_route.iter0.violations" unit="">2</metric>
    <metric name="detail-route-antenna-nets" unit="">0</metric>
    <metric name="detail_route.wirelength" unit="µm">635</metric>
    <metric name="via_count" unit="">212</metric>
    <metric name="drt_drc_violations_left" unit="">0</metric>
    <metric name="drtPass1Iterations" unit="">2</metric>
    <metric name="num_antenna_cells" unit="">0</metric>
  </group>
  <group name="die">
    <metric name="fp_util" unit="%">7.33</metric>
    <metric name="chipWidth" unit="µm">80</metric>
    <metric name="top_level_ports" unit="">11</metric>
    <metric name="fp.dieArea" unit="µm²">6400</metric>
    <metric name="rows" unit="">21</metric>
    <metric name="core_area" unit="µm²">3420</metric>
    <metric name="die_h" unit="µm">80</metric>
  </group>
  <group name="sta">
    <metric name="final-hold-violation-count" unit="">0</metric>
    <metric name="final_period_minus_worst_setup_slack" unit="ns">1.91</metric>
    <metric name="period_used_share" unit="%">95.6</metric>
    <metric name="fmax" unit="MHz">523</metric>
    <metric name="slew_headroom" unit="%">81.0</metric>
    <metric name="maxSlewViolCount" unit="">0</metric>
    <metric name="final.setup.worst_slack" unit="ns">0.0874</metric>
    <metric name="finClkSkew" unit="ns">0.00263</metric>
    <metric name="setup_viol" unit="">0</metric>
    <metric name="pin_slew_with_the_least_headroom_to_its_limit" unit="ns">0.285</metric>
    <metric name="setup_total_negative_slack" unit="ns">0</metric>
    <metric name="rsz0062_at_grt" unit="">false</metric>
  </group>
  <group name="placed_design">
    <metric name="pre_cts_slack" unit="ns">0.287</metric>
    <metric name="place_hpwl" unit="µm">494</metric>
    <metric name="gp_routability_congestion" unit="">0.713</metric>
    <metric name="io_buffer_count" unit="">10</metric>
  </group>
  <group name="global_routing">
    <metric name="initial_antenna_violation_count" unit="">0</metric>
    <metric name="first_pass_grt_wire_length" unit="µm">1050</metric>
    <metric name="grt_pass1_vias" unit="">235</metric>
    <metric name="grt_use_total" unit="%">2.08</metric>
    <metric name="grt_max_degree" unit="">10</metric>
    <metric name="globalRouteOverflowTotal" unit="">0</metric>
  </group>
  <group name="flow_run">
    <metric name="warning_count" unit="">25</metric>
    <metric name="max_cap_violations" unit="">0</metric>
  </group>
  <group name="hold_path">
    <metric name="worst_hold_path_type" unit="">input port to asynchronous set/reset pin</metric>
  </group>
</metrics>
==> cells in the final DEF (no fill, tap or decap), types with 2 or more instances in the layout <==
cell	n
sky130_fd_sc_hd__nor2_1	9
sky130_fd_sc_hd__o21ai_0	3
sky130_fd_sc_hd__clkdlybuf4s50_1	10
sky130_fd_sc_hd__dfrtp_2	2
sky130_fd_sc_hd__clkbuf_4	3
sky130_fd_sc_hd__nand2b_4	2
==> cell families (layout without fill, tap and decap cells) <==
| group | after synthesis | after routing | synth area share (%) |
|---|---|---|---|
| xor gates and xnor gates | 1 | 1 | 3.50 |
| buffers and inverters | 6 | 17 | 17.0 |
| AOI/OAI and AO/OA | 5 | 5 | 16.0 |
| and+or+nand+nor | 15 | 15 | 33.5 |
| DFF | 3 | 3 | 30.0 |
==> worst max-delay path by stage <==
stage | end | slack (ns) | cells after the start
final | HRED | 0.09 | 3
after global routing | HRED | 0.006 | 3
after CTS | HRED | 0.03 | 3
==> stage by stage <==
stage | utilization, % | hold slack [ns] | power [mW] | area, µm² | instances
after floorplan | - | 0.154 | 0.393 | 250 | 30
after global placement | 11.1 | 0.612 | 0.528 | 378 | 83
after detailed placement | 11.1 | 0.584 | 0.536 | 378 | 83
after CTS | 11.8 | 0.340 | 0.650 | 404 | 87
after global routing | 11.9 | 0.354 | 0.711 | 407 | 87
final | 11.9 | 0.348 | 0.642 | 407 | 87
==> power groups by stage <==
stage / logic, mW / clock network [mW] / registers [mW]
CTS: 0.367 / 0.112 / 0.172
global route: 0.410 / 0.115 / 0.187
finish: 0.360 / 0.105 / 0.177
==> per-layer routing <==
metal / global-route usage (%) / wire (µm)
met4: 0.528 / 4
met5: 0 / 0
met3: 2.27 / 109
met1: 2.86 / 361
met2: 1.93 / 160
==> what timing repair did <==
| action | 4_1_cts | 5_1_grt |
|---|---|---|
| hold endpoints to repair | 0 | 0 |
| hold buffers | 0 | 0 |
| gates resized | 0 | 2 |
| setup buffers | 0 | 0 |
| endpoints found under the setup margin | 0 | 3 |
==> area by class of cell <==
class | count | area (µm²)
clock buffers | 4 | 26.3
flip-flops and latches | 3 | 77.6
fillers | 404 | 3010
repair buffers | 10 | 100
well taps | 46 | 57.6
inverters | 3 | 12.5
multi-input cells | 21 | 133
No activity file was given, so power comes from the tool's default toggle rates.
